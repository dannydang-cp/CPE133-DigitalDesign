===== design/flow/run.sh =====
#!/bin/bash
# OpenROAD 26Q1-2900-gdf79404cd8, Yosys 0.63+post, stock flow scripts
make -C /OpenROAD-flow-scripts/flow DESIGN_CONFIG=/design/flow/config.mk WORK_HOME=/design/flow/orfs finish

===== design/flow/config.mk =====
export PLATFORM = sky130hd
export DESIGN_NAME = lab8
export DESIGN_NICKNAME = lab8
export VERILOG_FILES = /design/flow/design.v
export SDC_FILE = /design/flow/constraint.sdc
export NUM_CORES = 4
export LEC_CHECK = 1
export CORE_AREA = 10 10 70 70
export DIE_AREA = 0 0 80 80

===== design/flow/constraint.sdc =====
current_design lab8

set clk_period 1.3
set clk_io_pct 0.2

create_clock -name clk0 -period $clk_period [get_ports {clk}]

set non_clock_inputs [all_inputs -no_clocks]
set_input_delay [expr $clk_period * $clk_io_pct] -clock clk0 $non_clock_inputs
set_output_delay [expr $clk_period * $clk_io_pct] -clock clk0 [all_outputs]

===== design/flow/design.v =====
`timescale 1ns / 1ps
module DFF(D, clr, clk, ld, st, Q, Qbar);
    input D, clr, clk, st, ld;
    output reg Q, Qbar;
    always_ff @(posedge clk)
    begin
    if(clr) begin   Q = 1'b0; end
        else if(st) begin   Q = 1'b1; end
        else if(ld) begin   Q = D; end
    else begin
        Q <= Q; end  
    Qbar <= ~Q;     
    end
endmodule
`timescale 1ns / 1ps
module lab8(D, clr, clk, ld, st, Q, Qbar);
    parameter N = 3;
    input [N:0]D;
    input clr, clk, ld, st;
    output reg [N:0]Q, Qbar;
    DFF   DF0(.D(D[0]), .clr(clr), .clk(clk), .ld(ld), .st(st), .Q(Q[0]), .Qbar(Qbar[0]));
    DFF   DF1(.D(D[1]), .clr(clr), .clk(clk), .ld(ld), .st(st), .Q(Q[1]), .Qbar(Qbar[1]));
    DFF   DF2(.D(D[2]), .clr(clr), .clk(clk), .ld(ld), .st(st), .Q(Q[2]), .Qbar(Qbar[2]));
    DFF   DF3(.D(D[3]), .clr(clr), .clk(clk), .ld(ld), .st(st), .Q(Q[3]), .Qbar(Qbar[3]));
endmodule

==> impl_metrics.json <==
{
  "outcome": "completed",
  "warnings": 25,
  "ir_drop_mv": 0.2021,
  "final_max_slew_viol_count": 0,
  "startpoint_type": "input port",
  "crit_fanout": 4,
  "num_antenna_cells": 0,
  "place_ws_ps": -188.0,
  "cp-endpoint": "DF2.Q",
  "powerDensity_mw_per_mm2": 1052,
  "grt_overflow": 0,
  "wl_met3_um": 70,
  "critPathKind": "in -> reg",
  "drcViolationCount": 0,
  "end_kind": "flop",
  "syn_area_per_cell_um2": 11.82,
  "num_rows": 21,
  "maxCapViolations": 0,
  "worst_slack_ps": 66.24,
  "yosys-stat-cells": 29,
  "drt_first_pass_iters": 2,
  "ant_nets": 0,
  "p_leak_nw": 0.2308,
  "gp_congestion": 0.6310,
  "met2_length_um": 428,
  "syn2layout_area_growth_pct": 50.00,
  "clock-sinks": 8,
  "grt_pass1_wl_um": 1124,
  "cp-startpoint": "ld",
  "layout_min_cycle_time_ps": 1234,
  "final_cells": 84,
  "final_area_um2": 514.2,
  "whs_ps": 554.6,
  "placed_cell_area_um2": 486.7,
  "finalHoldViolations": 0,
  "clk_latency_ps": 250,
  "io_buffers": 15,
  "dieHeight_um": 80,
  "m1WireLength_um": 265,
  "slew_headroom_pct": 82.67,
  "r2r_setup_slack_ps": 420,
  "slowest_delay_ps": 570,
  "fillers": 388,
  "antenna_found_initial": 0,
  "clk_pin_slew_worst_paths_ps": 60,
  "vias": 223,
  "fp_util_pct": 10.04,
  "cts_tree": "built",
  "finalPower_mw": 0.5411,
  "min_path_type": "reg -> reg",
  "final_cell_mix": "7 x clkdlybuf4s50_1, 5 x dfxtp_1, 5 x dlygate4sd2_1",
  "synth_cells": 29,
  "routed_wl_um": 795,
  "cts_inserted_buffers": 3,
  "dieArea_mm2": 0.006400,
  "yosysWarningCount": 1,
  "reg2reg_to": "DF0.Q",
  "cts_max_path_buffers": 2,
  "synth_area_um2": 342.8,
  "worst_ep_arrival_time_ps": 1370,
  "logic_area_um2": 118.9,
  "clock.fmax_mhz": 810.5,
  "avgViaCountPerCell": 2.655,
  "flop_area_um2": 163.9,
  "coreArea_mm2": 0.003416,
  "ys_ff": 8,
  "highest_layer": "met4",
  "slowest_stage": "clkdlybuf4s50_1",
  "drive_gt1_share_pct": 28.95,
  "rr_worst_depth": 2,
  "first_iter_violations": 7,
  "setup_total_negative_slack_ps": 0,
  "timing.rr.start": "DF0.Q",
  "synth.distinct_cells": 8,
  "path_cells": "clkdlybuf4s50_1 -> mux2_2 -> o21ba_1",
  "worst_slew_pin_slew_ps": 259.1,
  "place_inst": 81,
  "wl_per_cell_um": 9.464,
  "fin_util_pct": 15.05,
  "fp.dieW_um": 80,
  "worstPathRequired_ps": 1440,
  "finalCritPeriodShare_pct": 94.90,
  "final_common_cell": "clkdlybuf4s50_1",
  "yosysSeqAreaShare_pct": 46.72,
  "grt_pass1_vias": 234,
  "ctsHtreeMaxLevel": 1,
  "skew_ps": 0.03655,
  "ys_area_um2": 342.8,
  "grt.total_usage_pct": 2.298,
  "ioPinCount": 16,
  "rsz0062_at_grt": "false",
  "grt_max_degree": 9,
  "final-setup-viol-count": 0,
  "cts_root_buffer": "clkbuf_4"
}
==> worst min path at each step <==
stage	cells after the start	slack, ps	startpoint	endpoint
finish	2	550	DF0.Q	DF0.Qbar
global route	2	600	DF0.Q	DF0.Qbar
CTS	2	560	DF0.Q	DF0.Qbar
==> logic make-up (layout without fill, tap and decap cells) <==
group           after synthesis  in the layout  share of synthesized area (%)
mux                           4              4                          14.23
compound gates                8              8                          20.44
buf+inv                       9             18                          18.61
flops                         8              8                          46.71
==> synthesized netlist by cell type <==
library cell | count | area share, %
mux2_4 | 1 | 4.4
buf_4 | 8 | 18
buf_1 | 1 | 1.1
mux2_2 | 3 | 9.9
o21ba_2 | 1 | 2.9
dfxtp_1 | 8 | 47
o21ba_1 | 3 | 8.8
o21bai_1 | 4 | 8.8
==> layout make-up <==
type	instances	area share, %
Multi-Input combinational cell	12	23.11
Tap cell	46	11.19
Clock buffer	3	4.380
Timing Repair Buffer	15	29.44
Sequential cell	8	31.87
==> timing repair <==
item,in CTS,in global routing
setup endpoints to repair,6,3
resized,7,4
buffers inserted,0,0
hold buffers,0,0
==> layer usage <==
metal / global-route usage [%] / vias up
met1: 2.408 / 103
met3: 0.9091 / 2
met2: 3.772 / 9
li1: - / 109
met5: 0 / -
met4: 1.408 / 0
==> critical path, delay by kind of cell <==
kind	cells	cell delay [ps]
compound gates	1	170
mux	1	370
buf+inv	1	570
==> report_power, final <==
part | switching (mW) | internal [mW] | total (mW)
logic | 0.0223 | 0.0608 | 0.0831
clock network | 0.0814 | 0.105 | 0.187
registers | 0.00549 | 0.266 | 0.271
==> registers in the layout, indices dropped and copies added, names as in the netlist <==
signal and cells:
DF0.Q 1, DF0.Qbar 1, DF1.Q 1, DF1.Qbar 1, DF2.Q 1, DF2.Qbar 1
DF3.Q 1, DF3.Qbar 1
