==> flow/design.v <==
`timescale 1ns / 1ps
module Lab4_add(
    input  A,
    input B,
    input C,
    output S,
    output O
    );
    assign S = A ^ B ^ C;
    assign O = (A & B) | (B & C) | (A & C);
endmodule
module Lab4_RCA(
    input [N:0] X,
    input [N:0] Y,
    input ctrl,
    output [N:0] sum,
    output carout
    );
    parameter N = 3;
    wire [N:0] cr, xn;
    xor xn0(xn[0], X[0], ctrl);
    xor xn1(xn[1], X[1], ctrl);
    xor xn2(xn[2], X[2], ctrl);
    xor xn3(xn[3], X[3], ctrl);
    Lab4_add A0(.A(xn[0]), .B(Y[0]), .C(ctrl), .S(sum[0]), .O(cr[0]));
    Lab4_add A1(.A(xn[1]), .B(Y[1]), .C(cr[0]), .S(sum[1]), .O(cr[1]));
    Lab4_add A2(.A(xn[2]), .B(Y[2]), .C(cr[1]), .S(sum[2]), .O(cr[2]));
    Lab4_add A3(.A(xn[3]), .B(Y[3]), .C(cr[2]), .S(sum[3]), .O(carout));
endmodule
==> flow/run.sh <==
#!/bin/bash
# OpenROAD 26Q1-2900-gdf79404cd8, Yosys 0.63+post, stock flow scripts
make -C /OpenROAD-flow-scripts/flow DESIGN_CONFIG=/design/flow/config.mk WORK_HOME=/design/flow/orfs finish
==> flow/config.mk <==
export PLATFORM = sky130hd
export DESIGN_NAME = Lab4_RCA
export DESIGN_NICKNAME = Lab4_RCA
export VERILOG_FILES = /design/flow/design.v
export SDC_FILE = /design/flow/constraint.sdc
export NUM_CORES = 4
export LEC_CHECK = 1
export CORE_AREA = 10 10 70 70
export DIE_AREA = 0 0 80 80
==> flow/constraint.sdc <==
current_design Lab4_RCA

set clk_period 4.8
set clk_io_pct 0.2

create_clock -name clk0 -period $clk_period

set non_clock_inputs [all_inputs -no_clocks]
set_input_delay [expr $clk_period * $clk_io_pct] -clock clk0 $non_clock_inputs
set_output_delay [expr $clk_period * $clk_io_pct] -clock clk0 [all_outputs]
==> results.yml <==
# yosys + openroad results
final_timing:
  finalClockPeriodUsage: 0.918
  max_freq_ghz: 0.227
  grt_setup_unrepaired: "no"
  worst_slack_ps: 393
  max_slew_margin: 0.867
  worstMarginPinSlew_ps: 198
  setup_viol: 0
  slew_viol_final: 0
  hold_viol: 0
  holdWs_ps: 2900
  layout_min_cycle_time_ps: 4410
  finalSetupTns_ps: 0
placed_design:
  port_buffers: 14
  post-dp-hpwl_um: 531
  post_dp_cell_area_sq_um: 319
  gp_congestion: 0.722
  pre_cts_slack_ps: 390
worst_setup_path:
  crit_path_top_delay_cell: "clkdlybuf4s50_1"
  arrival_ps: 3450
  worst_path_largest_cell_delay_ps: 510
  path_max_fanout: 2
  end_kind: "output port"
  crit_chain: "clkdlybuf4s50_1, mux2_2, fa_1, inv_1, fa_1, inv_1, fa_1, clkdlybuf4s50_1"
  startpoint_type: "primary input"
  path_class: "primary input to output port"
  path_depth: 8
  cp.required_ps: 3840
  cpMostUsedCell: "fa_1"
  cp_top_family: "buffers and inverters"
  worstPathBufferInverterCount: 4
clock_network:
  cts_hold_buffers: 0
  cts_setup_buffers: 0
  post_cts_resized: 0
global_routing:
  antenna_found_initial: 0
  grt_pass1_vias: 131
  grt_use_total: 0.0158
  grt_max_degree: 5
  grt_overflow: 0
  grt_first_pass_wirelength_um: 779
status:
  status: "finished, final reports clean"
synth:
  ys_cells: 16
  synth_area_sq_um: 151
  ys_chip_area_sq_um: 151
  synth_cell_types: 6
  yosys_warnings: 0
  syn_avg_cell_area_sq_um: 9.46
  synthCells: 16
  ys_seq_frac: 0
pwr:
  p_int_mw: 0.0268
  power.share.clock: 0
  vdd_ir_drop_max_mv: 0.0322
  total_leakage_power_nw: 0.117
  sequentialPowerShare: 0
  comb_power_share: 1.000
  power.density_nw_per_um2: 121
  total_power_mw: 0.0387
  power_switching_mw: 0.0119
  switching_share: 0.307
die:
  io_pins: 14
  fp_util: 0.0443
  die_x_um: 80
  coreArea_sq_um: 3420
  die_h_um: 80
  chipArea_sq_um: 6400
  rows: 21
route:
  n_antenna_cell: 0
  antenna_left: 0
  avgViaCountPerCell: 1.65
  drt_iter0_drc: 0
  wire_per_inst_um: 7.31
  drc: 0
  drtPass1Iterations: 1
  finalWirelength_um: 526
  num_vias: 119
run:
  cap_violations: 0
  warnings: 35
finish:
  post-route-cell-area_sq_um: 319
  flops: 0
  seqCellArea_sq_um: 0
  clkbuf_count: 0
  syn2layout_area_growth_pct: 111
  drive_above_1_share: 0.0385
hold_path:
  hp-class: "primary input to output port"
  worst_hold_path.num_cells: 3
==> worst paths after layout <==
kind / from / end / slack (ps)
max: X[0] / sum[3] / 390
min: Y[0] / sum[0] / 2900
==> worst min-delay path, cell delays in order <==
cell and delay, ps:
clkdlybuf4s50_1 490, xor2_1 80, clkdlybuf4s50_1 420
==> power by group through the flow <==
stage | clock network, mW | registers (mW) | logic, mW
CTS | 0 | 0 | 0.0397
global route | 0 | 0 | 0.0437
finish | 0 | 0 | 0.0387
==> synth_stat cells, drive strengths merged <==
master / instances / area [sq um]
xnor2: 1 / 8.76
inv: 4 / 15.0
buf: 4 / 30.0
mux2: 1 / 11.3
xor2: 3 / 26.3
fa: 3 / 60.1
==> metrics by stage <==
stage | utilization | std cells
detailed placement | 0.0934 | 72
global route | 0.0934 | 72
floorplan | - | 16
CTS | 0.0934 | 72
finish | 0.0934 | 72
global placement | 0.0934 | 72
==> layout by cell type (no fill, tap or decap) <==
master	instances
xnor2_1	1
inv_1	4
xor2_1	3
clkdlybuf4s50_1	14
mux2_2	1
fa_1	3
==> cell type report <==
cell class	count	area, sq um
fillers	412	3100
well taps	46	57.6
repair buffers	14	140
inverters	4	15.0
multi-input cells	8	106
==> layer usage <==
metal	track usage	vias to the layer above	part of all wire
li1	-	61	-
met1	0.0233	47	0.51
met2	0.0169	11	0.28
met3	0.0136	0	0.21
met4	0	0	0
met5	0	-	0
==> cell families (layout without fill, tap and decap cells) <==
kind of cell | Yosys count | count (layout) | share of synthesized area
fa+ha+maj | 3 | 3 | 0.397
mux | 1 | 1 | 0.0744
buf+inv | 8 | 18 | 0.297
xor+xnor | 4 | 4 | 0.231
Power and IR drop assume default switching activity.
